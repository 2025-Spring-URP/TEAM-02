<file path="flow/design.v">
interface AXI4_A_IF
#(
    parameter   ID_WIDTH                = 4,
    parameter   ADDR_WIDTH              = 64
)
(
    input   wire                        aclk,
    input   wire                        areset_n
);
    logic                               avalid;
    logic                               aready;
    logic   [ID_WIDTH-1:0]              aid;
    logic   [ADDR_WIDTH-1:0]            aaddr;
    logic   [7:0]                       alen;
    logic   [2:0]                       asize;
    logic   [1:0]                       aburst;
    logic   [3:0]                       acache;
    logic   [2:0]                       aprot;
    logic   [3:0]                       aqos;
    logic   [3:0]                       aregion;
    modport master (
        output      avalid, aid, aaddr, alen, asize,
                    aburst, acache, aprot, aqos, aregion,
        input       aready
    );
    modport slave (
        input       avalid, aid, aaddr, alen, asize,
                    aburst, acache, aprot, aqos, aregion,
        output      aready
    );
    modport monitor (
        input       avalid, aid, aaddr, alen, asize,
                    aburst, acache, aprot, aqos, aregion,
        input       aready
    );
    // synopsys translate_off
    int                                 count;
    always @(posedge aclk)
        if (~areset_n) begin
            count                           <= 0;
        end
        else if (avalid & aready) begin
            count                           <= count + 1;
        end
    astable: assert property (    
        @(posedge aclk) disable iff (~areset_n)
        avalid && !aready     |-> ##1 $stable(aid)
                                      && $stable(aaddr)
                                      && $stable(alen)
                                      && $stable(asize)
                                      && $stable(aburst)
                                      && $stable(acache)
                                      && $stable(aprot)
                                      && $stable(aqos)
                                      && $stable(aregion)
    );
    function automatic reset_master();
        avalid                          = 'd0;
        aid                             = 'dx;
        aaddr                           = 'dx;
        alen                            = 'dx;
        asize                           = 'dx;
        aburst                          = 'dx;
        acache                          = 'dx;
        aprot                           = 'dx;
        aqos                            = 'dx;
        aregion                         = 'dx;
    endfunction
    function automatic reset_slave();
        aready                          = 'd0;
    endfunction
    // synopsys translate_on
endinterface
interface AXI4_W_IF
#(
    parameter   ID_WIDTH                = 4,
    parameter   DATA_WIDTH              = 64,
    parameter   STRB_WIDTH              = (DATA_WIDTH/8)
)
(
    input   wire                        aclk,
    input   wire                        areset_n
);
    logic                               wvalid;
    logic                               wready;
    logic   [DATA_WIDTH-1:0]            wdata;
    logic   [STRB_WIDTH-1:0]            wstrb;
    logic                               wlast;
    modport master (
        output      wvalid, wdata, wstrb, wlast,
        input       wready
    );
    modport slave (
        input       wvalid, wdata, wstrb, wlast,
        output      wready
    );
    modport monitor (
        input       wvalid, wdata, wstrb, wlast,
        output      wready
    );
    // synopsys translate_off
    int                                 count;
    int                                 last_count;
    always @(posedge aclk)
        if (~areset_n) begin
            count                           <= 0;
        end
        else if (wvalid & wready) begin
            count                           <= count + 1;
        end
    always @(posedge aclk)
        if (~areset_n) begin
            last_count                      <= 0;
        end
        else if (wvalid & wready & wlast) begin
            last_count                      <= last_count + 1;
        end
    wstable: assert property (    
        @(posedge aclk) disable iff (~areset_n)
        wvalid && !wready     |-> ##1 $stable(wdata)
                                      && $stable(wstrb)
                                      && $stable(wlast)
    );
    function automatic reset_master();
        wvalid                          = 'd0;
        wdata                           = 'dx;
        wstrb                           = 'dx;
        wlast                           = 'dx;
    endfunction
    function automatic reset_slave();
        wready                          = 'd0;
    endfunction
    // synopsys translate_on
endinterface
interface AXI4_B_IF
#(
    parameter   ID_WIDTH                = 4
)
(
    input   wire                        aclk,
    input   wire                        areset_n
);
    logic                               bvalid;
    logic                               bready;
    logic   [ID_WIDTH-1:0]              bid;
    logic   [1:0]                       bresp;
    modport master (
        input       bvalid, bid, bresp,
        output      bready
    );
    modport slave (
        output      bvalid, bid, bresp,
        input       bready
    );
    modport monitor (
        output      bvalid, bid, bresp,
        input       bready
    );
    // synopsys translate_off
    int                                 count;
    always @(posedge aclk)
        if (~areset_n) begin
            count                           <= 0;
        end
        else if (bvalid & bready) begin
            count                           <= count + 1;
        end
    bstable: assert property (    
        @(posedge aclk) disable iff (~areset_n)
        bvalid && !bready     |-> ##1 $stable(bid)
                                      && $stable(bresp)
    );
    function automatic reset_master();
        bready                          = 'd0;
    endfunction
    function automatic reset_slave();
        bvalid                          = 'd0;
        bid                             = 'dx;
        bresp                           = 'dx;
    endfunction
    // synopsys translate_on
endinterface
interface AXI4_R_IF
#(
    parameter   ID_WIDTH                = 4,
    parameter   DATA_WIDTH              = 64
)
(
    input   wire                        aclk,
    input   wire                        areset_n
);
    logic                               rvalid;
    logic                               rready;
    logic   [ID_WIDTH-1:0]              rid;
    logic   [DATA_WIDTH-1:0]            rdata;
    logic   [1:0]                       rresp;
    logic                               rlast;
    modport master (
        input       rvalid, rid, rdata, rresp, rlast,
        output      rready
    );
    modport slave (
        output      rvalid, rid, rdata, rresp, rlast,
        input       rready
    );
    modport monitor (
        output      rvalid, rid, rdata, rresp, rlast,
        input       rready
    );
    // synopsys translate_off
    int                                 count;
    int                                 last_count;
    always @(posedge aclk)
        if (~areset_n) begin
            count                           <= 0;
        end
        else if (rvalid & rready) begin
            count                           <= count + 1;
        end
    always @(posedge aclk)
        if (~areset_n) begin
            last_count                      <= 0;
        end
        else if (rvalid & rready & rlast) begin
            last_count                      <= last_count + 1;
        end
    rstable: assert property (    
        @(posedge aclk) disable iff (~areset_n)
        rvalid && !rready     |-> ##1 $stable(rid)
                                      && $stable(rdata)
                                      && $stable(rresp)
                                      && $stable(rlast)
    );
    function automatic reset_master();
        rready                          = 'd0;
    endfunction
    function automatic reset_slave();
        rvalid                          = 'd0;
        rid                             = 'dx;
        rdata                           = 'dx;
        rresp                           = 'dx;
        rlast                           = 'dx;
    endfunction
    // synopsys translate_on
endinterface
module SAL_SDP_RAM
#(
    parameter   DEPTH_LG2               = 12
  , parameter   DATA_WIDTH              = 32
  , parameter   RDATA_FF_OUT            = 1
  , parameter   RW_SYNC                 = "WR_FIRST"
)
(
    input   wire                        clk
  , input   wire                        en_a
  , input   wire                        we_a
  , input   wire    [DEPTH_LG2-1:0]     addr_a
  , input   wire    [DATA_WIDTH-1:0]    di_a
  , input   wire                        en_b
  , input   wire    [DEPTH_LG2-1:0]     addr_b
  , output  logic   [DATA_WIDTH-1:0]    do_b
);
    localparam  DEPTH                   = (2**DEPTH_LG2);
    logic   [DATA_WIDTH-1:0]            mem[DEPTH];
    always_ff @(posedge clk)
        if (en_a & we_a) begin
            mem[addr_a]                     <= di_a;
        end
    generate
        if (RDATA_FF_OUT) begin: rdata_timing_optimize
            always_ff @(posedge clk)
                if (en_b) begin
                    if (we_a & (addr_a == addr_b)) begin
                        do_b                            <= di_a;
                    end
                    else begin
                        do_b                            <= mem[addr_b];
                    end
                end
            end
        else begin: rdata_timing_no_optimize
            assign    do_b                      = mem[addr_b];
        end
    endgenerate
endmodule
module TL_FIFO
#(
    parameter   int     DEPTH_LG2       = 4
  , parameter   int     DATA_WIDTH      = 256
  , parameter   bit     RDATA_FF_OUT    = 0
  , parameter   bit     USE_CNT         = 0
)
(
    input   wire                        clk
  , input   wire                        rst_n
  , output  wire                        full_o
  , input   wire                        wren_i
  , input   wire    [DATA_WIDTH-1:0]    wdata_i
  , output  wire                        empty_o
  , input   wire                        rden_i
  , output  wire    [DATA_WIDTH-1:0]    rdata_o
  , output  wire    [DEPTH_LG2:0]       cnt_o
  , output  logic   [31:0]              debug_o
);
    logic   [DEPTH_LG2:0]               wrptr,      wrptr_n;
    logic   [DEPTH_LG2:0]               rdptr,      rdptr_n;
    logic                               full,       full_n;
    logic                               empty,      empty_n;
    logic                               overflown,  overflown_n;
    logic                               undrflown,  undrflown_n;
    always_ff @(posedge clk)
        if (~rst_n) begin
            wrptr                       <= {(DEPTH_LG2+1){1'b0}};
            rdptr                       <= {(DEPTH_LG2+1){1'b0}};
            full                        <= 1'b1;  
            empty                       <= 1'b1;
            overflown                   <= 1'b0;
            undrflown                   <= 1'b0;
        end
        else begin
            wrptr                       <= wrptr_n;
            rdptr                       <= rdptr_n;
            full                        <= full_n;
            empty                       <= empty_n;
            overflown                   <= overflown_n;
            undrflown                   <= undrflown_n;
        end
    always_comb begin
        if (wren_i) begin
            wrptr_n                     = wrptr + 'd1;
        end
        else begin
            wrptr_n                     = wrptr;
        end
        if (rden_i) begin
            rdptr_n                     = rdptr + 'd1;
        end
        else begin
            rdptr_n                     = rdptr;
        end
        full_n                      =  (wrptr_n[DEPTH_LG2] != rdptr_n[DEPTH_LG2])
                                     & (wrptr_n[DEPTH_LG2-1:0] == rdptr_n[DEPTH_LG2-1:0]);
        empty_n                     = (wrptr_n == rdptr_n);
        overflown_n                 = overflown | (full_o & wren_i);     
        undrflown_n                 = undrflown | (empty_o & rden_i);    
    end
    assign  full_o                  = full;
    assign  empty_o                 = empty;
    assign  debug_o[31]             = overflown;
    assign  debug_o[30]             = full;
    assign  debug_o[15]             = undrflown;
    assign  debug_o[14]             = empty;
    generate
        if ($bits(wrptr) > 14) begin: dbg_ptr1
            assign  debug_o[29:16]          = wrptr[13:0];
            assign  debug_o[13:0]           = rdptr[13:0];
        end
        else begin: dbg_ptr2
            assign  debug_o[29:16]          = 14'd0 | wrptr;
            assign  debug_o[13:0]           = 14'd0 | rdptr;
        end
    endgenerate
    // synopsys translate_off
    overflow_check: assert property (
        @(posedge clk) disable iff (~rst_n)
        (overflown !== 1'b1)
    );
    undrflow_check: assert property (
        @(posedge clk) disable iff (~rst_n)
        (undrflown !== 1'b1)
    );
    // synopsys translate_on
    generate
        if (RDATA_FF_OUT) begin: rdata_timing_optimize
            SAL_SDP_RAM
            #(
                .DEPTH_LG2                      (DEPTH_LG2)
              , .DATA_WIDTH                     (DATA_WIDTH)
              , .RDATA_FF_OUT                   (1)
            )
            u_mem
            (
                .clk                            (clk)
              , .en_a                           (wren_i)
              , .we_a                           (wren_i)
              , .addr_a                         (wrptr[DEPTH_LG2-1:0])
              , .di_a                           (wdata_i)
              , .en_b                           (1'b1)
              , .addr_b                         (rdptr_n[DEPTH_LG2-1:0])
              , .do_b                           (rdata_o)
            );
        end
        else begin: rdata_no_timing_optimize
            SAL_SDP_RAM
            #(
                .DEPTH_LG2                      (DEPTH_LG2)
              , .DATA_WIDTH                     (DATA_WIDTH)
              , .RDATA_FF_OUT                   (0)
            )
            u_mem
            (
                .clk                            (clk)
              , .en_a                           (wren_i)
              , .we_a                           (wren_i)
              , .addr_a                         (wrptr[DEPTH_LG2-1:0])
              , .di_a                           (wdata_i)
              , .en_b                           (1'b1)
              , .addr_b                         (rdptr[DEPTH_LG2-1:0])
              , .do_b                           (rdata_o)
            );
        end
        if (USE_CNT) begin : with_counter
            TL_CNT #(.DEPTH(DEPTH_LG2)) fifo_cnt (
                .clk        (clk),
                .rst_n      (rst_n),
                .wren_i     (wren_i),
                .rden_i     (rden_i),
                .cnt_o      (cnt_o)
            );
        end
        else begin : without_counter
            assign cnt_o = {(DEPTH_LG2){1'b0}};
        end
    endgenerate
endmodule
</file>
<file path="flow/run.sh">
#!/bin/bash
# OpenROAD 26Q1-2900-gdf79404cd8, Yosys 0.63+post, stock flow scripts
make -C /OpenROAD-flow-scripts/flow DESIGN_CONFIG=/design/flow/config.mk WORK_HOME=/design/flow/orfs finish
</file>
<file path="flow/config.mk">
export PLATFORM = sky130hd
export DESIGN_NAME = TL_FIFO
export DESIGN_NICKNAME = TL_FIFO
export VERILOG_FILES = /design/flow/design.v
export SDC_FILE = /design/flow/constraint.sdc
export NUM_CORES = 4
export LEC_CHECK = 1
export CORE_UTILIZATION = 30
</file>
<file path="flow/constraint.sdc">
current_design TL_FIFO

set clk_period 81.2
set clk_io_pct 0.2

create_clock -name clk0 -period $clk_period [get_ports {clk}]

set non_clock_inputs [all_inputs -no_clocks]
set_input_delay [expr $clk_period * $clk_io_pct] -clock clk0 $non_clock_inputs
set_output_delay [expr $clk_period * $clk_io_pct] -clock clk0 [all_outputs]
</file>
==> Changelog: implementation <==
### Physical design

* Worst-Margin Slew at 0.8953 ns
* Crit share post-route at 30.07%
* H-tree levels at 5
* Kind of cell adding the most delay to the critical path: buffers and inverters
* CTS root buffer: clkbuf_16
* Worst setup SP type: flop
* DRC viols at 0
* Post-synth cell types at 32
* GRT Overall Usage at 15.86%
* Synth area leaders: edfxtp_1, mux4_2, mux2i_1
* Crit path DRT at 64.96 ns
* Resized cells post-CTS at 0
* Worst hold path cell count at 2
* Seq cells post-synth at 4110
* Slowest stage delay, CP at 0.74 ns
* Asr flop ratio synth at 0%
* Power after layout at 4.551 mW
* Synth-to-Final Area Change at 17.46%
* Ys cells at 7450
* HP Start: overflown
* Worst EP arrival at 8.17 ns
* Setup CP Type: flop to output pin
* Die height at 724.8 um
* Comb area at 0.03104 mm^2
* Static Leakage at 56.96 nW
* Setup ws final at 56.79 ns
* First-pass GRT wire length at 572400 um
* Clock skew at 0.1967 ns
* Seq share, synth at 78.66%
* WHS Endpoint: overflown
* CTS tree: built
* Placement Cell Area at 0.1704 mm^2
* Syn_area_per_cell at 21.04 um^2
* # IOs at 555
* Vias per cell at 5.014
* WP buf/inv at 8
* Final Setup Violations at 0
* Die Size at 0.5253 mm^2
* CP Cell Sequence: buf_4 -> buf_4 -> buf_4 -> buf_4 -> buf_4 -> buf_4 -> buf_4 -> mux2i_1 -> a221oi_1 -> o21ai_0 -> nand2_1 -> clkdlybuf4s50_1
* Post-Route WL at 394500 um
* Share of layout cells above drive strength 1 at 16.14%
* Congestion Overflow GR at 0
* Fin Setup TNS at 0 ns
* Cell Rows at 265
* Number of enable flip-flop cells at 4096
* Cells after DPL at 14731
* Drt wl/cell at 25.38 um
* Late-Pin Clk Latency at 0.97 ns
* Non-filler cells, final at 15541
* CTS Buf Count at 416
* Largest net degree at the start of global routing at 106
* Clock Pin Slew Worst Setup and Hold Paths at 0.06 ns
* Reg2reg path depth at 8
* Synth warn at 3
* Hold Fails Final Rpt at 0
* Commonest flop: edfxtp_1
* Area share, top type at 78.48%
* Pre-Repair DR Iteration Count at 5
* FP Util at 30.11%
* RSZ-0062 raised after global routing: no
* Core area at 0.5206 mm^2
* Slowest CP cell: buf_4
* HP Class: flop to flop
* Iteration-0 DRC Markers at 4359
* Die Wd at 724.8 um
* Final Cell Area at 0.1841 mm^2
* R2R Setup Slk at 76.02 ns
* Worst r2r dst: rdata_no_timing_optimize.u_mem.mem[1][49]
* Post-CTS Repair Setup Buffers at 0
* CTS Hold Bufs at 0
* Mapped cell area at 0.1567 mm^2
* Minimum clock period at 24.41 ns
* Max cap viols at 0
* Routed vias at 77919
* Initial antenna violation count at 101
* Core Util, Final at 35.37%
* Gpl congestion at 0.7943
* Worst VDD drop at 0.00002463 V
* Gate Count Post-Synth at 7450
* Power density over the cells at 24.72 mW/mm^2
* Fill cells at 46888
* Port bufs at 531
* HPWL Detailed at 214100 um
* Remaining antenna violation count after routing at 0
* Tool warnings at 33
* Hold_ws at 0.4970 ns
* Vias in the first global route at 84712
* Reg-to-Reg Start: wrptr[2]
* Relative slew slack at 40.31%
* Most frequent CP cell: buf_4
* Worst setup EP type: output pin
* Final Max Tran Viols at 0
* Biggest area consumer among synthesized cells: edfxtp_1
* Max Fclk at 40.96 MHz
* Post-place setup slack at 57.69 ns
* Status: finished clean
* Crit-path max FO at 42
* Yosys stat area at 0.1567 mm^2
* Max Buffers Root-to-Sink at 4
* Reg area at 0.1233 mm^2
* Number of clock sinks at 4110
-- layout by cell type (no fill, tap or decap), types with 2 or more instances in the layout --
cell type,instances
edfxtp_1,4096
mux2i_1,1022
clkdlybuf4s50_1,531
mux4_2,515
a221oi_1,510
clkbuf_16,416
nand2_1,259
a22oi_1,255
o21ai_0,240
buf_4,225
clkinv_2,98
clkinv_1,88
clkbuf_1,81
diode_2,42
bufinv_16,37
conb_1,23
clkinv_16,21
buf_12,19
and2_4,16
o21ai_1,15
clkinvlp_4,11
dfxtp_1,10
nor2b_1,9
xor2_1,7
xnor2_1,6
ha_1,5
inv_6,5
nand4_1,4
clkinv_4,4
dfxtp_4,4
inv_8,3
and2_1,3
clkinv_8,3
inv_16,3
inv_1,2
nor2_1,2
a21oi_1,2
o41ai_1,2
-- final cells by class --
cell class                      instances  area share, %
Multi-Input combinational cell       2900          16.86
Tap cell                             6942          4.718
Clock inverter                        271          1.545
Sequential cell                      4110          66.97
Timing Repair Buffer                  775          4.011
Clock buffer                          497          5.820
Antenna cell                           42        0.05709
Inverter                                4        0.01631
-- power by group --
part | internal (mW) | total [mW] | switching [mW]
registers | 2.36 | 2.37 | 0.00678
clock network | 1.07 | 1.87 | 0.809
logic | 0.144 | 0.307 | 0.163
total | 3.57 | 4.55 | 0.978
-- flip-flops by register name, summed over array words and instances, names as in the netlist --
name / flops
rdptr: 5
overflown: 1
undrflown: 1
rdata_no_timing_optimize.u_mem.mem: 4096
wrptr: 5
empty: 1
full: 1
-- cell usage after synthesis, types with 3 or more instances --
cell type  count
nor2b_1       10
clkbuf_4       8
and2_1        19
ha_1           5
nand4_1        4
clkbuf_1     225
buf_4        107
buf_1          8
mux2i_1     1022
buf_6         33
nand2_1      259
inv_1          3
buf_2         74
o21ai_1       15
a221oi_1     510
edfxtp_1    4096
dfxtp_1       14
o21ai_0      240
buf_8          3
mux4_2       515
a22oi_1      255
xnor2_1        6
xor2_1         7
-- worst max path at each step --
stage                    start          end  slack (ns)  depth (start not counted)
after CTS             rdptr[0]  rdata_o[26]       56.52                         12
after global routing  rdptr[0]  rdata_o[26]       56.15                         12
final                 rdptr[0]  rdata_o[26]       56.79                         12
-- worst register-to-register path: cells and delay by family (launching register included) --
kind                   cells  cell delay (ns)
buffers and inverters      6             3.31
flip-flops                 1             0.39
AND/OR/NAND/NOR            2             1.06
-- kinds of logic (layout without fill, tap and decap cells) --
kind of cell / Yosys count / count (layout) / share of synthesized area [%]
AND-OR/OR-AND: 1024 / 1024 / 4.903
XOR/XNOR: 13 / 13 / 0.07265
adder cells (fa/ha/maj): 5 / 5 / 0.03992
buffers and inverters: 462 / 1547 / 1.621
flip-flops: 4110 / 4110 / 78.66
multiplexers: 1537 / 1537 / 13.93
other: 1 / 65 / 0.002393
AND/OR/NAND/NOR: 298 / 298 / 0.7760
-- per-layer routing --
metal	GRT usage (%)	up-vias	share of wire, %
li1	-	33046	-
met1	16.48	38324	32
met2	23.39	5618	46
met3	14.65	833	19
met4	3.738	98	2.7
met5	0.5806	-	0.18
Power is estimated from default activity; no workload was simulated.
