`/design/flow/design.v`:
```
interface AXI4_A_IF
#(
    parameter   ID_WIDTH                = 4,
    parameter   ADDR_WIDTH              = 64
)
(
    input   wire                        aclk,
    input   wire                        areset_n
);
    logic                               avalid;
    logic                               aready;
    logic   [ID_WIDTH-1:0]              aid;
    logic   [ADDR_WIDTH-1:0]            aaddr;
    logic   [7:0]                       alen;
    logic   [2:0]                       asize;
    logic   [1:0]                       aburst;
    logic   [3:0]                       acache;
    logic   [2:0]                       aprot;
    logic   [3:0]                       aqos;
    logic   [3:0]                       aregion;
    modport master (
        output      avalid, aid, aaddr, alen, asize,
                    aburst, acache, aprot, aqos, aregion,
        input       aready
    );
    modport slave (
        input       avalid, aid, aaddr, alen, asize,
                    aburst, acache, aprot, aqos, aregion,
        output      aready
    );
    modport monitor (
        input       avalid, aid, aaddr, alen, asize,
                    aburst, acache, aprot, aqos, aregion,
        input       aready
    );
    // synopsys translate_off
    int                                 count;
    always @(posedge aclk)
        if (~areset_n) begin
            count                           <= 0;
        end
        else if (avalid & aready) begin
            count                           <= count + 1;
        end
    astable: assert property (    
        @(posedge aclk) disable iff (~areset_n)
        avalid && !aready     |-> ##1 $stable(aid)
                                      && $stable(aaddr)
                                      && $stable(alen)
                                      && $stable(asize)
                                      && $stable(aburst)
                                      && $stable(acache)
                                      && $stable(aprot)
                                      && $stable(aqos)
                                      && $stable(aregion)
    );
    function automatic reset_master();
        avalid                          = 'd0;
        aid                             = 'dx;
        aaddr                           = 'dx;
        alen                            = 'dx;
        asize                           = 'dx;
        aburst                          = 'dx;
        acache                          = 'dx;
        aprot                           = 'dx;
        aqos                            = 'dx;
        aregion                         = 'dx;
    endfunction
    function automatic reset_slave();
        aready                          = 'd0;
    endfunction
    // synopsys translate_on
endinterface
interface AXI4_W_IF
#(
    parameter   ID_WIDTH                = 4,
    parameter   DATA_WIDTH              = 64,
    parameter   STRB_WIDTH              = (DATA_WIDTH/8)
)
(
    input   wire                        aclk,
    input   wire                        areset_n
);
    logic                               wvalid;
    logic                               wready;
    logic   [DATA_WIDTH-1:0]            wdata;
    logic   [STRB_WIDTH-1:0]            wstrb;
    logic                               wlast;
    modport master (
        output      wvalid, wdata, wstrb, wlast,
        input       wready
    );
    modport slave (
        input       wvalid, wdata, wstrb, wlast,
        output      wready
    );
    modport monitor (
        input       wvalid, wdata, wstrb, wlast,
        output      wready
    );
    // synopsys translate_off
    int                                 count;
    int                                 last_count;
    always @(posedge aclk)
        if (~areset_n) begin
            count                           <= 0;
        end
        else if (wvalid & wready) begin
            count                           <= count + 1;
        end
    always @(posedge aclk)
        if (~areset_n) begin
            last_count                      <= 0;
        end
        else if (wvalid & wready & wlast) begin
            last_count                      <= last_count + 1;
        end
    wstable: assert property (    
        @(posedge aclk) disable iff (~areset_n)
        wvalid && !wready     |-> ##1 $stable(wdata)
                                      && $stable(wstrb)
                                      && $stable(wlast)
    );
    function automatic reset_master();
        wvalid                          = 'd0;
        wdata                           = 'dx;
        wstrb                           = 'dx;
        wlast                           = 'dx;
    endfunction
    function automatic reset_slave();
        wready                          = 'd0;
    endfunction
    // synopsys translate_on
endinterface
interface AXI4_B_IF
#(
    parameter   ID_WIDTH                = 4
)
(
    input   wire                        aclk,
    input   wire                        areset_n
);
    logic                               bvalid;
    logic                               bready;
    logic   [ID_WIDTH-1:0]              bid;
    logic   [1:0]                       bresp;
    modport master (
        input       bvalid, bid, bresp,
        output      bready
    );
    modport slave (
        output      bvalid, bid, bresp,
        input       bready
    );
    modport monitor (
        output      bvalid, bid, bresp,
        input       bready
    );
    // synopsys translate_off
    int                                 count;
    always @(posedge aclk)
        if (~areset_n) begin
            count                           <= 0;
        end
        else if (bvalid & bready) begin
            count                           <= count + 1;
        end
    bstable: assert property (    
        @(posedge aclk) disable iff (~areset_n)
        bvalid && !bready     |-> ##1 $stable(bid)
                                      && $stable(bresp)
    );
    function automatic reset_master();
        bready                          = 'd0;
    endfunction
    function automatic reset_slave();
        bvalid                          = 'd0;
        bid                             = 'dx;
        bresp                           = 'dx;
    endfunction
    // synopsys translate_on
endinterface
interface AXI4_R_IF
#(
    parameter   ID_WIDTH                = 4,
    parameter   DATA_WIDTH              = 64
)
(
    input   wire                        aclk,
    input   wire                        areset_n
);
    logic                               rvalid;
    logic                               rready;
    logic   [ID_WIDTH-1:0]              rid;
    logic   [DATA_WIDTH-1:0]            rdata;
    logic   [1:0]                       rresp;
    logic                               rlast;
    modport master (
        input       rvalid, rid, rdata, rresp, rlast,
        output      rready
    );
    modport slave (
        output      rvalid, rid, rdata, rresp, rlast,
        input       rready
    );
    modport monitor (
        output      rvalid, rid, rdata, rresp, rlast,
        input       rready
    );
    // synopsys translate_off
    int                                 count;
    int                                 last_count;
    always @(posedge aclk)
        if (~areset_n) begin
            count                           <= 0;
        end
        else if (rvalid & rready) begin
            count                           <= count + 1;
        end
    always @(posedge aclk)
        if (~areset_n) begin
            last_count                      <= 0;
        end
        else if (rvalid & rready & rlast) begin
            last_count                      <= last_count + 1;
        end
    rstable: assert property (    
        @(posedge aclk) disable iff (~areset_n)
        rvalid && !rready     |-> ##1 $stable(rid)
                                      && $stable(rdata)
                                      && $stable(rresp)
                                      && $stable(rlast)
    );
    function automatic reset_master();
        rready                          = 'd0;
    endfunction
    function automatic reset_slave();
        rvalid                          = 'd0;
        rid                             = 'dx;
        rdata                           = 'dx;
        rresp                           = 'dx;
        rlast                           = 'dx;
    endfunction
    // synopsys translate_on
endinterface
module TL_CNT
#(
    parameter   int     DEPTH           = 4
)
(
    input   wire                        clk
  , input   wire                        rst_n
  , input   wire                        wren_i
  , input   wire                        rden_i
  , output  wire    [DEPTH:0]           cnt_o
);
    logic   [DEPTH:0]                   cnt,        cnt_n;
    always_ff @(posedge clk)
        if (~rst_n) begin
            cnt                         <= 'd0;
        end
        else begin
            cnt                         <= cnt_n;
        end
    always_comb begin
        if (wren_i & ~rden_i) begin
            cnt_n                       = cnt + 'd1;
        end
        else if (~wren_i & rden_i) begin
            cnt_n                       = cnt - 'd1;
        end
        else begin
            cnt_n                       = cnt;
        end
    end
    assign  cnt_o                   = cnt;
endmodule
```
`/design/flow/run.sh`:
```
#!/bin/bash
# OpenROAD 26Q1-2900-gdf79404cd8, Yosys 0.63+post, stock flow scripts
make -C /OpenROAD-flow-scripts/flow DESIGN_CONFIG=/design/flow/config.mk WORK_HOME=/design/flow/orfs finish
```
`/design/flow/config.mk`:
```
export PLATFORM = sky130hd
export DESIGN_NAME = TL_CNT
export DESIGN_NICKNAME = TL_CNT
export VERILOG_FILES = /design/flow/design.v
export SDC_FILE = /design/flow/constraint.sdc
export NUM_CORES = 4
export LEC_CHECK = 1
export CORE_AREA = 10 10 70 70
export DIE_AREA = 0 0 80 80
```
`/design/flow/constraint.sdc`:
```
current_design TL_CNT

set clk_period 2.7
set clk_io_pct 0.2

create_clock -name clk0 -period $clk_period [get_ports {clk}]

set non_clock_inputs [all_inputs -no_clocks]
set_input_delay [expr $clk_period * $clk_io_pct] -clock clk0 $non_clock_inputs
set_output_delay [expr $clk_period * $clk_io_pct] -clock clk0 [all_outputs]
```
==> metrics.cfg <==
[drt]
drtPass1Iterations = 2
vias_per_cell = 3.13
wl_per_cell_microns = 7.91
vias = 288
drc = 0
dr.first_iter.drc_count = 2
routed_wl_microns = 728
antenna_left = 0
antenna_cells = 0

[die]
die-width_microns = 80
dieArea_sq_um = 6400
coreArea_sq_um = 3420
fp-utilization_pct = 9.56
io_pins = 9
core.rowCount = 21
fp.dieH_microns = 80

[run]
tool_warnings = 25
maxCapViolCount = 0

[grt]
overflow = 0
grt_pass1_wl_mm = 1.32
grt_util_all_layers_pct = 2.56
grt_max_degree = 10
globalRouteMet2Util_pct = 2.65
grt_pass1_vias = 299
grt_use_met3_pct = 2.16
top_usage_layer = met1
use_met1_pct = 3.77
antenna_found_initial = 0

[setup_path]
timing.rr.end = cnt[4]
crit_chain = clkdlybuf4s50_1, inv_1, ha_1, inv_1, ha_1, a21oi_1, a211oi_1, a31oi_1, mux2i_1
arrival_ns = 2.36
regToRegSetupSlack_ns = 1.18
reg2reg_depth = 5
setup.worst_path.class = in -> reg
cp-start-kind = primary input
cpMaxStageDelayCell = clkdlybuf4s50_1
crit_path_max_incr_delay_ns = 0.45
r2r_start = cnt[0]
required_ns = 2.87
setup.worst_path.end_class = flop
critPathMaxFanout = 5

[synth]
synth-main-ff-cell = dfxtp_1
synth.avg_cell_area_sq_um = 9.33
common_cells = dfxtp_1, ha_1, nand3_1
synth_flop_count = 5
edf_count = 0
ys_chip_area_sq_um = 327
synth_cells = 35
syn_area_sq_um = 327
async_flop_share_pct = 0
largest_area_cell = dfxtp_1
yosys-stat-cells = 35
yosys_warnings = 2
top_area_share_pct = 30.7
yosysMostFrequentCell = dfxtp_1
area_leaders = dfxtp_1, ha_1, fa_1, mux2i_1, xnor2_1
ys_seq_share_pct = 30.7
synthDistinctLibCells = 20

[power]
p_seq_share_pct = 34.2
internal_power_mw = 0.220
pwr-share-clk_pct = 27.4
power_density_nw_per_um2 = 646
p_comb_share_pct = 38.4
p_sw_share_pct = 29.9
switching_power_mw = 0.0937
ir_worst_vdd_uv = 308
finalPower_mw = 0.314
leakagePower_nw = 0.189

[clock_tree]
cts.reportedPaths.clkPinSlew_ns = 0.04
cts.sink_count = 5
cts_tree = built
clk_latency_ns = 0.24
hold_buffers = 0
cts_buffers = 3
clockBufferDepth = 2
cts_setup_buffers = 0
htreeDepth = 1
clockRootBuffer = clkbuf_4
post_cts_resized = 0

[placement]
dp_cells = 88
place_congestion = 0.734
dpl.hpwl_microns = 569
placement.io_buffers = 8

[cells_and_area]
top_regs = cnt: 5 flops
largest_register_ffs = 5
stdcell_count = 92
fin_util_pct = 14.2
top_register = cnt
fill_cells = 403
area_delta_synth_final_pct = 48.7
drive_gt1_share_pct = 6.52

[run_status]
outcome = complete, no violations

[hold_path]
hold_path_depth = 2
min_to = cnt[4]
hp-start = cnt[4]
hold_path_class = reg -> reg

[timing]
rsz0062_at_grt = false
period_minus_slack_ns = 2.19
setup-violations-final = 0
maxSlewViolCount = 0
worst_pin_slew_ns = 0.290
setup_tns_ns = 0
relSlewSlack_pct = 80.7
final-hold-violation-count = 0
hold_ws_ns = 0.471
finClkSkew_ns = 0.00417
finalCritPeriodShare_pct = 81.1
timing.fmax_mhz = 457

-- power by group through the flow --
stage         registers [mW]  clock network, mW  logic [mW]
finish                 0.107             0.0860       0.120
global route           0.112             0.0964       0.138
CTS                    0.108             0.0890       0.121
-- cells by family (layout without fill, tap and decap cells) --
family / after synthesis / in the layout / synth area share, %
XOR/XNOR: 2 / 2 / 5.36
flip-flops: 5 / 5 / 30.7
adder cells (fa/ha/maj): 5 / 5 / 21.5
multiplexers: 2 / 2 / 6.13
AND-OR/OR-AND: 6 / 6 / 11.1
buffers and inverters: 3 / 14 / 3.83
AND/OR/NAND/NOR: 12 / 12 / 21.5
-- per-stage QoR --
step | cell area (sq um) | setup WS [ns]
floorplan | 327 | 0.884
global placement | 459 | 0.322
detailed placement | 459 | 0.282
CTS | 485 | 0.526
global route | 485 | 0.404
finish | 485 | 0.510
-- metal layers --
layer  vias to the layer above  routed length (microns)
met3                         0                       99
met5                         -                        0
met4                         0                        0
met2                        11                      218
met1                       132                      410
li1                        145                        -
-- critical path, delay by kind of cell --
family	cells	cell delay, ns
buf+inv	3	0.64
compound gates	3	0.51
fa+ha+maj	2	0.48
mux	1	0.20
-- final cells by class --
class	count	area, sq um	share of cell area (%)
Multi-Input combinational cell	27	214	44.1
Sequential cell	5	100	20.6
Clock buffer	4	26.3	5.41
Inverter	2	7.51	1.55
Timing Repair Buffer	8	80.1	16.5
Tap cell	46	57.6	11.9
-- cells in the final DEF (no fill, tap or decap) --
| cell type | instances |
|---|---|
| nor2b_1 | 1 |
| nand3_1 | 3 |
| nand2_1 | 2 |
| or4b_1 | 1 |
| mux2i_1 | 2 |
| inv_1 | 2 |
| clkdlybuf4s50_1 | 8 |
| nand4b_1 | 1 |
| clkbuf_4 | 3 |
| dfxtp_1 | 5 |
| a31oi_1 | 1 |
| a211oi_1 | 1 |
| a21o_1 | 1 |
| clkbuf_1 | 1 |
| nor2_1 | 1 |
| xnor2_1 | 2 |
| nand2b_1 | 1 |
| fa_1 | 1 |
| a21oi_1 | 2 |
| and2_1 | 2 |
| ha_1 | 4 |
| o21ai_0 | 1 |
-- worst max path at each step --
| stage | slack [ns] | start | cells past startpoint | endpoint |
|---|---|---|---|---|
| finish | 0.51 | rden_i | 9 | cnt[4] |
| CTS | 0.53 | rden_i | 9 | cnt[4] |
| global route | 0.40 | rden_i | 9 | cnt[4] |
Power is estimated from default activity; no workload was simulated.
