==> design.v <==
interface AXI4_A_IF
#(
    parameter   ID_WIDTH                = 4,
    parameter   ADDR_WIDTH              = 64
)
(
    input   wire                        aclk,
    input   wire                        areset_n
);
    logic                               avalid;
    logic                               aready;
    logic   [ID_WIDTH-1:0]              aid;
    logic   [ADDR_WIDTH-1:0]            aaddr;
    logic   [7:0]                       alen;
    logic   [2:0]                       asize;
    logic   [1:0]                       aburst;
    logic   [3:0]                       acache;
    logic   [2:0]                       aprot;
    logic   [3:0]                       aqos;
    logic   [3:0]                       aregion;
    modport master (
        output      avalid, aid, aaddr, alen, asize,
                    aburst, acache, aprot, aqos, aregion,
        input       aready
    );
    modport slave (
        input       avalid, aid, aaddr, alen, asize,
                    aburst, acache, aprot, aqos, aregion,
        output      aready
    );
    modport monitor (
        input       avalid, aid, aaddr, alen, asize,
                    aburst, acache, aprot, aqos, aregion,
        input       aready
    );
    // synopsys translate_off
    int                                 count;
    always @(posedge aclk)
        if (~areset_n) begin
            count                           <= 0;
        end
        else if (avalid & aready) begin
            count                           <= count + 1;
        end
    astable: assert property (    
        @(posedge aclk) disable iff (~areset_n)
        avalid && !aready     |-> ##1 $stable(aid)
                                      && $stable(aaddr)
                                      && $stable(alen)
                                      && $stable(asize)
                                      && $stable(aburst)
                                      && $stable(acache)
                                      && $stable(aprot)
                                      && $stable(aqos)
                                      && $stable(aregion)
    );
    function automatic reset_master();
        avalid                          = 'd0;
        aid                             = 'dx;
        aaddr                           = 'dx;
        alen                            = 'dx;
        asize                           = 'dx;
        aburst                          = 'dx;
        acache                          = 'dx;
        aprot                           = 'dx;
        aqos                            = 'dx;
        aregion                         = 'dx;
    endfunction
    function automatic reset_slave();
        aready                          = 'd0;
    endfunction
    // synopsys translate_on
endinterface
interface AXI4_W_IF
#(
    parameter   ID_WIDTH                = 4,
    parameter   DATA_WIDTH              = 64,
    parameter   STRB_WIDTH              = (DATA_WIDTH/8)
)
(
    input   wire                        aclk,
    input   wire                        areset_n
);
    logic                               wvalid;
    logic                               wready;
    logic   [DATA_WIDTH-1:0]            wdata;
    logic   [STRB_WIDTH-1:0]            wstrb;
    logic                               wlast;
    modport master (
        output      wvalid, wdata, wstrb, wlast,
        input       wready
    );
    modport slave (
        input       wvalid, wdata, wstrb, wlast,
        output      wready
    );
    modport monitor (
        input       wvalid, wdata, wstrb, wlast,
        output      wready
    );
    // synopsys translate_off
    int                                 count;
    int                                 last_count;
    always @(posedge aclk)
        if (~areset_n) begin
            count                           <= 0;
        end
        else if (wvalid & wready) begin
            count                           <= count + 1;
        end
    always @(posedge aclk)
        if (~areset_n) begin
            last_count                      <= 0;
        end
        else if (wvalid & wready & wlast) begin
            last_count                      <= last_count + 1;
        end
    wstable: assert property (    
        @(posedge aclk) disable iff (~areset_n)
        wvalid && !wready     |-> ##1 $stable(wdata)
                                      && $stable(wstrb)
                                      && $stable(wlast)
    );
    function automatic reset_master();
        wvalid                          = 'd0;
        wdata                           = 'dx;
        wstrb                           = 'dx;
        wlast                           = 'dx;
    endfunction
    function automatic reset_slave();
        wready                          = 'd0;
    endfunction
    // synopsys translate_on
endinterface
interface AXI4_B_IF
#(
    parameter   ID_WIDTH                = 4
)
(
    input   wire                        aclk,
    input   wire                        areset_n
);
    logic                               bvalid;
    logic                               bready;
    logic   [ID_WIDTH-1:0]              bid;
    logic   [1:0]                       bresp;
    modport master (
        input       bvalid, bid, bresp,
        output      bready
    );
    modport slave (
        output      bvalid, bid, bresp,
        input       bready
    );
    modport monitor (
        output      bvalid, bid, bresp,
        input       bready
    );
    // synopsys translate_off
    int                                 count;
    always @(posedge aclk)
        if (~areset_n) begin
            count                           <= 0;
        end
        else if (bvalid & bready) begin
            count                           <= count + 1;
        end
    bstable: assert property (    
        @(posedge aclk) disable iff (~areset_n)
        bvalid && !bready     |-> ##1 $stable(bid)
                                      && $stable(bresp)
    );
    function automatic reset_master();
        bready                          = 'd0;
    endfunction
    function automatic reset_slave();
        bvalid                          = 'd0;
        bid                             = 'dx;
        bresp                           = 'dx;
    endfunction
    // synopsys translate_on
endinterface
interface AXI4_R_IF
#(
    parameter   ID_WIDTH                = 4,
    parameter   DATA_WIDTH              = 64
)
(
    input   wire                        aclk,
    input   wire                        areset_n
);
    logic                               rvalid;
    logic                               rready;
    logic   [ID_WIDTH-1:0]              rid;
    logic   [DATA_WIDTH-1:0]            rdata;
    logic   [1:0]                       rresp;
    logic                               rlast;
    modport master (
        input       rvalid, rid, rdata, rresp, rlast,
        output      rready
    );
    modport slave (
        output      rvalid, rid, rdata, rresp, rlast,
        input       rready
    );
    modport monitor (
        output      rvalid, rid, rdata, rresp, rlast,
        input       rready
    );
    // synopsys translate_off
    int                                 count;
    int                                 last_count;
    always @(posedge aclk)
        if (~areset_n) begin
            count                           <= 0;
        end
        else if (rvalid & rready) begin
            count                           <= count + 1;
        end
    always @(posedge aclk)
        if (~areset_n) begin
            last_count                      <= 0;
        end
        else if (rvalid & rready & rlast) begin
            last_count                      <= last_count + 1;
        end
    rstable: assert property (    
        @(posedge aclk) disable iff (~areset_n)
        rvalid && !rready     |-> ##1 $stable(rid)
                                      && $stable(rdata)
                                      && $stable(rresp)
                                      && $stable(rlast)
    );
    function automatic reset_master();
        rready                          = 'd0;
    endfunction
    function automatic reset_slave();
        rvalid                          = 'd0;
        rid                             = 'dx;
        rdata                           = 'dx;
        rresp                           = 'dx;
        rlast                           = 'dx;
    endfunction
    // synopsys translate_on
endinterface
module SAL_FIFO
#(
    parameter   int     DEPTH_LG2       = 4
  , parameter   int     DATA_WIDTH      = 32
  , parameter   int     AFULL_THRES     = (1 << DEPTH_LG2)
  , parameter   int     AEMPTY_THRES    = 0
  , parameter   bit     RDATA_FF_OUT    = 0
  , parameter   bit     RST_MEM         = 0
)
(
    input   wire                        clk
  , input   wire                        rst_n
  , output  wire                        full_o
  , output  wire                        afull_o
  , input   wire                        wren_i
  , input   wire    [DATA_WIDTH-1:0]    wdata_i
  , output  wire                        empty_o
  , output  wire                        aempty_o
  , input   wire                        rden_i
  , output  wire    [DATA_WIDTH-1:0]    rdata_o
  , output  logic   [31:0]              debug_o
);
    logic   [DEPTH_LG2:0]               wrptr,      wrptr_n;
    logic   [DEPTH_LG2:0]               rdptr,      rdptr_n;
    logic   [DEPTH_LG2:0]               cnt,        cnt_n;
    logic                               full,       full_n;
    logic                               afull,      afull_n;
    logic                               empty,      empty_n;
    logic                               aempty,     aempty_n;
    logic                               overflown,  overflown_n;
    logic                               undrflown,  undrflown_n;
    always_ff @(posedge clk)
        if (~rst_n) begin
            wrptr                       <= {(DEPTH_LG2+1){1'b0}};
            rdptr                       <= {(DEPTH_LG2+1){1'b0}};
            cnt                         <= 'd0;
            full                        <= 1'b1;  
            afull                       <= 1'b1;
            empty                       <= 1'b1;
            aempty                      <= 1'b1;
            overflown                   <= 1'b0;
            undrflown                   <= 1'b0;
        end
        else begin
            wrptr                       <= wrptr_n;
            rdptr                       <= rdptr_n;
            cnt                         <= cnt_n;
            full                        <= full_n;
            afull                       <= afull_n;
            empty                       <= empty_n;
            aempty                      <= aempty_n;
            overflown                   <= overflown_n;
            undrflown                   <= undrflown_n;
        end
    always_comb begin
        if (wren_i) begin
            wrptr_n                     = wrptr + 'd1;
        end
        else begin
            wrptr_n                     = wrptr;
        end
        if (rden_i) begin
            rdptr_n                     = rdptr + 'd1;
        end
        else begin
            rdptr_n                     = rdptr;
        end
        if (wren_i & ~rden_i) begin
            cnt_n                       = cnt + 'd1;
        end
        else if (~wren_i & rden_i) begin
            cnt_n                       = cnt - 'd1;
        end
        else begin
            cnt_n                       = cnt;
        end
        full_n                      =  (wrptr_n[DEPTH_LG2] != rdptr_n[DEPTH_LG2])
                                     & (wrptr_n[DEPTH_LG2-1:0] == rdptr_n[DEPTH_LG2-1:0]);
        afull_n                     = (cnt_n >= AFULL_THRES);
        empty_n                     = (wrptr_n == rdptr_n);
        aempty_n                    = (cnt_n <= AEMPTY_THRES);
        overflown_n                 = overflown | (full_o & wren_i);     
        undrflown_n                 = undrflown | (empty_o & rden_i);    
    end
    assign  full_o                  = full;
    assign  afull_o                 = afull;
    assign  empty_o                 = empty;
    assign  aempty_o                = aempty;
    assign  debug_o[31]             = overflown;
    assign  debug_o[30]             = full;
    assign  debug_o[15]             = undrflown;
    assign  debug_o[14]             = empty;
    generate
        if ($bits(wrptr) > 14) begin: dbg_ptr1
            assign  debug_o[29:16]          = wrptr[13:0];
            assign  debug_o[13:0]           = rdptr[13:0];
        end
        else begin: dbg_ptr2
            assign  debug_o[29:16]          = 14'd0 | wrptr;
            assign  debug_o[13:0]           = 14'd0 | rdptr;
        end
    endgenerate
    // synopsys translate_off
    overflow_check: assert property (
        @(posedge clk) disable iff (~rst_n)
        (overflown !== 1'b1)
    );
    undrflow_check: assert property (
        @(posedge clk) disable iff (~rst_n)
        (undrflown !== 1'b1)
    );
    // synopsys translate_on
    generate
        if (RDATA_FF_OUT) begin: rdata_timing_optimize
            SAL_SDP_RAM
            #(
                .DEPTH_LG2                      (DEPTH_LG2)
              , .DATA_WIDTH                     (DATA_WIDTH)
              , .RDATA_FF_OUT                   (1)
            )
            u_mem
            (
                .clk                            (clk)
              , .en_a                           (wren_i)
              , .we_a                           (wren_i)
              , .addr_a                         (wrptr[DEPTH_LG2-1:0])
              , .di_a                           (wdata_i)
              , .en_b                           (1'b1)
              , .addr_b                         (rdptr_n[DEPTH_LG2-1:0])
              , .do_b                           (rdata_o)
            );
        end
        else begin: rdata_no_timing_optimize
            SAL_SDP_RAM
            #(
                .DEPTH_LG2                      (DEPTH_LG2)
              , .DATA_WIDTH                     (DATA_WIDTH)
              , .RDATA_FF_OUT                   (0)
            )
            u_mem
            (
                .clk                            (clk)
              , .en_a                           (wren_i)
              , .we_a                           (wren_i)
              , .addr_a                         (wrptr[DEPTH_LG2-1:0])
              , .di_a                           (wdata_i)
              , .en_b                           (1'b1)
              , .addr_b                         (rdptr[DEPTH_LG2-1:0])
              , .do_b                           (rdata_o)
            );
        end
    endgenerate
endmodule
module SAL_SDP_RAM
#(
    parameter   DEPTH_LG2               = 12
  , parameter   DATA_WIDTH              = 32
  , parameter   RDATA_FF_OUT            = 1
  , parameter   RW_SYNC                 = "WR_FIRST"
)
(
    input   wire                        clk
  , input   wire                        en_a
  , input   wire                        we_a
  , input   wire    [DEPTH_LG2-1:0]     addr_a
  , input   wire    [DATA_WIDTH-1:0]    di_a
  , input   wire                        en_b
  , input   wire    [DEPTH_LG2-1:0]     addr_b
  , output  logic   [DATA_WIDTH-1:0]    do_b
);
    localparam  DEPTH                   = (2**DEPTH_LG2);
    logic   [DATA_WIDTH-1:0]            mem[DEPTH];
    always_ff @(posedge clk)
        if (en_a & we_a) begin
            mem[addr_a]                     <= di_a;
        end
    generate
        if (RDATA_FF_OUT) begin: rdata_timing_optimize
            always_ff @(posedge clk)
                if (en_b) begin
                    if (we_a & (addr_a == addr_b)) begin
                        do_b                            <= di_a;
                    end
                    else begin
                        do_b                            <= mem[addr_b];
                    end
                end
            end
        else begin: rdata_timing_no_optimize
            assign    do_b                      = mem[addr_b];
        end
    endgenerate
endmodule
==> run.sh <==
#!/bin/bash
# OpenROAD 26Q1-2900-gdf79404cd8, Yosys 0.63+post, stock flow scripts
make -C /OpenROAD-flow-scripts/flow DESIGN_CONFIG=/design/flow/config.mk WORK_HOME=/design/flow/orfs finish
==> config.mk <==
export PLATFORM = sky130hd
export DESIGN_NAME = SAL_FIFO
export DESIGN_NICKNAME = SAL_FIFO
export VERILOG_FILES = /design/flow/design.v
export SDC_FILE = /design/flow/constraint.sdc
export NUM_CORES = 4
export LEC_CHECK = 1
export CORE_UTILIZATION = 50
==> constraint.sdc <==
current_design SAL_FIFO

set clk_period 9.3
set clk_io_pct 0.2

create_clock -name clk0 -period $clk_period [get_ports {clk}]

set non_clock_inputs [all_inputs -no_clocks]
set_input_delay [expr $clk_period * $clk_io_pct] -clock clk0 $non_clock_inputs
set_output_delay [expr $clk_period * $clk_io_pct] -clock clk0 [all_outputs]
==> impl_metrics.yaml <==
# implementation run metrics
global_routing:
  antenna_found_initial: 2
  grt_pass1_vias: 11100
  track_usage_pct: 24.3
  grt_max_degree: 96
  grt.overflow.total: 0
  grt_pass1_wl_um: 66400
floorplanning:
  die-height_um: 206
  fp.dieW_um: 206
  rows: 74
  die_area_um2: 42600
  initCoreUtil_pct: 51.0
  core_um2: 41000
  io_pins: 104
setup_path:
  cp_common_cell: "buf_4"
  crit_type: "register to primary output"
  cp_cell_sequence: "buf_4 -> buf_4 -> mux2i_1 -> a221oi_1 -> o21ai_0 -> nand2_1 -> clkdlybuf4s50_1"
  path_delay_family: "buffers and inverters"
  critPathCaptureType: "primary output"
  cp_slowest_cell: "dfxtp_4"
  crit_path_start_kind: "register"
  max_stage_delay_ns: 0.81
  critPathMaxFanout: 39
  required_ns: 7.44
  arrival_ns: 4.13
  path_buffers: 3
clock_tree:
  path_clk_slew_ns: 0.06
  cts_resized: 0
  cts_root_buf: "clkbuf_16"
  cts.path.max_buffers: 3
  clock.latency.late_pin_ns: 0.59
  cts_buffers: 54
  clock-sinks: 533
  tritoncts: "yes"
  holdBufCountCts: 0
  htree_num_levels: 2
  postCtsSetupBuffers: 0
timing:
  fmax_mhz: 167
  hold_viol_final: 0
  worstMarginPinSlew_ns: 0.809
  rsz0062_at_grt: "false"
  finalMaxSlewViolations: 0
  fin_ws_ns: 3.31
  tns_ns: 0
  period_needed_ns: 5.99
  maxSlewHeadroom_pct: 46.1
  finalSetupViolCount: 0
  worst_clock_skew_ns: 0.0104
  period_used_pct: 64.4
placement:
  pre_cts_ws_ns: 3.92
  gp_congestion: 0.794
  port_buffers: 85
  detailed_place_hpwl_um: 21800
worst_hold_path:
  min_path_type: "register to register"
status:
  status: "finished clean"
pwr:
  switching_power_mw: 1.04
  powerDensity_nw_per_um2: 213
  leakage_nw: 7.67
  vdd_drop_max_mv: 0.154
  intPower_mw: 4.04
  swShare_pct: 20.5
  comb_power_share_pct: 6.8
  clkPwrFrac_pct: 40.3
  power_frac_seq_pct: 52.9
synth:
  edf_count: 512
  yosys_cells: 1068
  synth_seq_share_pct: 75.6
  yosys_most_used_dff: "edfxtp_1"
  ys_types: 35
  synthCells: 1068
  synth_chip_area_um2: 20900
  syn_area_per_cell_um2: 19.6
  ys.warnings.count: 3
  synthArstFlopShare_pct: 0
  ys_ff: 533
  syn_area_um2: 20900
flow_run:
  warning_count: 29
  drv_cap: 0
route:
  ant_nets: 0
  avgViaCountPerCell: 5.84
  drc: 0
  drt_first_pass_iters: 22
  vias: 10200
  routed_wl_um: 44400
  first_iter_violations: 522
  wl_per_cell_um: 25.4
layout:
  most-common-layout-cells: "512 x edfxtp_1, 131 x mux2i_1, 85 x clkdlybuf4s50_1"
  area_growth_pct: 14.0
  final_layout_size_suffix_gt1_share_pct: 15.0
  layout_top_cell: "edfxtp_1"
  utilization_pct: 58.1
==> sequential cells by signal (all words and copies together), names as in the netlist <==
signal	flops
undrflown	1
cnt	5
overflown	1
rdata_no_timing_optimize.u_mem.mem	512
empty	1
aempty	1
rdptr	5
full	1
afull	1
wrptr	5
==> worst paths after layout <==
kind	start	to	slack (ns)	cells past startpoint
worst max-delay path	rdptr[0]	rdata_o[31]	3.31	7
worst min-delay path	overflown	overflown	0.50	2
worst max register to register	rdptr[1]	full	6.96	6
worst min register to register	overflown	overflown	0.50	2
==> logic make-up after synthesis <==
group                    after synthesis  share of synthesized area [%]
multiplexers                         195                           13.2
adder cells (fa/ha/maj)                7                          0.419
flip-flops                           533                           75.6
other                                  1                         0.0179
buffers and inverters                 86                           2.80
AND-OR/OR-AND                        138                           4.98
AND/OR/NAND/NOR                       91                           2.25
XOR/XNOR                              17                          0.748
==> routing by layer <==
| metal | track usage [%] | vias up | share of wire (%) |
|---|---|---|---|
| met1 | 34.9 | 5033 | 37 |
| met5 | 0.595 | - | 0.029 |
| met3 | 14.7 | 65 | 14 |
| met4 | 4.73 | 2 | 2.2 |
| li1 | - | 4562 | - |
| met2 | 35.2 | 555 | 48 |
==> cell usage after synthesis (all sizes together), types with 13 or more instances <==
cell type / instances / area [um^2]
dfxtp: 21 / 420
edfxtp: 512 / 15400
buf: 67 / 513
mux2i: 131 / 1310
a221oi: 65 / 569
a22oi: 33 / 248
nor2b: 13 / 81.3
o21ai: 32 / 160
and2: 23 / 144
clkbuf: 13 / 48.8
nand2: 38 / 143
mux4: 64 / 1450
==> per-stage QoR <==
| step | std cells | cell area [um^2] | power (mW) | hold slack, ns |
|---|---|---|---|---|
| 3_3_place_gp | 1648 | 22200 | 3.09 | 0.475 |
| 5_1_grt | 1747 | 23800 | 5.26 | 0.543 |
| 3_5_place_dp | 1648 | 22200 | 3.09 | 0.488 |
| 6_report | 1748 | 23800 | 5.08 | 0.504 |
| 2_1_floorplan | 1085 | 21000 | 2.95 | 0.460 |
| 4_1_cts | 1747 | 23800 | 5.14 | 0.510 |
==> power groups by stage <==
stage | clock network (mW) | registers [mW] | logic, mW
global route | 2.18 | 2.69 | 0.382
finish | 2.05 | 2.69 | 0.347
CTS | 2.09 | 2.69 | 0.354
==> tightest hold or removal path, delay by kind of cell (launching register included) <==
kind,cells,cell delay [ns]
flops,1,0.33
compound gates,1,0.04
simple gates,1,0.10
==> area by class of cell <==
class,instances,area [um^2]
antenna,1,2.50
clock buffer,69,1430
clock inverter,30,239
fill,2870,17200
inverter,6,22.5
multi-input combinational,466,4610
sequential,533,15800
tap,532,666
timing repair buffer,111,1060
Power figures rest on the tool's default switching activity, not on a simulated workload.
